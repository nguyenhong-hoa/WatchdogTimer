`flow/run.sh`:
```
#!/bin/bash
# OpenROAD 26Q1-2900-gdf79404cd8, Yosys 0.63+post, stock flow scripts
make -C /OpenROAD-flow-scripts/flow DESIGN_CONFIG=/design/flow/config.mk WORK_HOME=/design/flow/orfs finish
```
`flow/config.mk`:
```
export PLATFORM = sky130hd
export DESIGN_NAME = APB
export DESIGN_NICKNAME = APB
export VERILOG_FILES = /design/flow/design.v
export SDC_FILE = /design/flow/constraint.sdc
export NUM_CORES = 4
export LEC_CHECK = 1
export CORE_AREA = 10 10 70 70
export DIE_AREA = 0 0 80 80
```
`flow/constraint.sdc`:
```
current_design APB

set clk_period 4.7
set clk_io_pct 0.2

create_clock -name clk0 -period $clk_period [get_ports {pclk}]

set non_clock_inputs [all_inputs -no_clocks]
set_input_delay [expr $clk_period * $clk_io_pct] -clock clk0 $non_clock_inputs
set_output_delay [expr $clk_period * $clk_io_pct] -clock clk0 [all_outputs]
```
`flow/design.v`:
```
module APB(rst,pclk,paddr,pwrite,psel,pena,pwdata,
		prdata,dataout,pready,ena00,ena04);
parameter IDLE = 2'b00, SETUP = 2'b01, ACCESS = 2'b11;
input		rst,pclk,pwrite,psel,pena;
input	[7:0]	paddr;
input	[31:0]	pwdata,dataout;
output			pready,ena00,ena04;
output	[31:0]	prdata;
reg	[1:0]	state,nstate;
reg	[31:0]	prdata;
reg			pready,ena00,ena04;
always_ff @(posedge pclk or negedge rst)
begin
	if (~rst)
		state <= IDLE;
	else
		state <= nstate;
end
always_comb
begin
case (state)
IDLE:
	begin
	case ({psel,pena})
	2'b10:
		nstate <= SETUP;
	default:	
		nstate <= IDLE;
	endcase
	end
SETUP:
	begin
	case ({psel,pena})
	2'b11:
		nstate <= ACCESS;
	2'b10:	
		nstate <= SETUP;
	default:	
		nstate <= IDLE;
	endcase
	end
ACCESS:
	begin
	case ({psel,pena})
	2'b10:
		nstate <= SETUP;
	2'b11:
		nstate <= ACCESS;
	default:	
		nstate <= IDLE;
	endcase
	end
default:
	nstate <= IDLE;
endcase	
end
always_comb
begin
case (state)
	SETUP,ACCESS:
		begin
			if ({psel,pena} == 2'b11)
				begin
					pready = 1'b1;
					ena00 = ~(|(paddr));
					ena04 = &({~paddr[7:3],paddr[2],~paddr[1:0]});
					prdata = pwrite?32'b0:dataout;
				end
			else
				begin
					pready = 1'b0;
					ena00 = 1'b0;
					ena04 = 1'b0;
					prdata = 32'b0;
				end
		end
	default:
		begin
			pready = 1'b0;
			ena00 = 1'b0;
			ena04 = 1'b0;
			prdata = 32'b0;
		end
endcase
end
endmodule
```
==> results.txt <==
run results: FMAX=267 MHz, Seq pwr share=16.0%, Bufs and invs on worst path=3, largest net degree at the start of global routing=33, Final Hold Vio Count=0, Post-CTS Setup Bufs=0, area leader, netlist=nor3b_1, CP Max Fanout=20, Lkg Pwr=0.394 nW, Comb pwr share=50.6%, largest registers=state x2, Final Critical Period=3750 ps, switch share=21.3%, RR Endpoint=state[2], Tot Pwr=0.115 mW, share of layout cells above drive strength 1=7.14%, Die Width=80 um, critical path required time=3760 ps, I/O pin count=112, sw power=0.0245 mW, type of the worst setup path=in -> out, hold buffer count at cts=0, Finished Layout Cells=172, core area=3420 um2, RSZ-0062 raised after global routing=false, CP endpoint kind=output pin, Worst path slowest cell=clkdlybuf4s50_1, Critical Path Start Type=input port, Synth Instances=48, sequential share of the synthesized area=12.9%, post-layout util=36.5%, Avg Inst Size Synth=8.08 um2, CTS sink count=2, drt via density=3.94, Top cells excl fill/tap=clkdlybuf4s50_1 (79), nor3b_1 (32), clkbuf_4 (3), Worst path most repeated cell=clkdlybuf4s50_1, # DRC=0, Worst Tran Pin Value=649 ps, Max Cap Violations=0, CTS max path bufs=2, status=finished, final reports clean, global-route wire length before repair=4260 um, H-tree Lvls=1, DR iter-0 viols=15, number of global-route vias before repair=738, period utilization=79.8%, dpl hpwl=2310 um, cts repair resizes=0, clock power share=33.4%, Antenna diodes=0, family with the most delay on the worst path=buffers and inverters, yosys stat cell total=48, Warnings, synthesis=1, Worst EP arrival=2810 ps, Late-Pin Clk Latency=230 ps, Die H=80 um, reg-to-reg startpoint=state[2], WHS=880 ps, endpoints failing setup=0, IO buf count=79, Flops after synth=2, Yosys cell types=11, initial antenna violation count=0, Num CTS Buffers=3, Placed Cells=169, Worst-path clk slew=30 ps, internal power=0.0905 mW, routability cong.=0.694, WL/cell=15.9 um, Setup TNS=0 ps, FF-to-FF setup slack=3230 ps, fp util=11.4%, Yosys chip area=388 um2, Mapped Area=388 um2, global route overflow=0, Synth top area share=61.9%, DIE AREA=6400 um2, Final Max Slew Viols=0, clock root buffer=clkbuf_4, Most flops, register=state, Layout area overhead=222%, top cells by area=nor3b_1 (62%), dfrtp_1 (13%), nor3_2 (5.2%), TritonCTS clock tree=built, # rows=21, drt pass-1 iters=4, Slew HR=56.6%, crit path cell chain=clkdlybuf4s50_1 -> o211ai_2 -> buf_4 -> nor3b_1 -> clkdlybuf4s50_1, Log Warnings=57, max FFs per register=2, worst hold path type=in -> async, R2R cell count=3, GR Util All Layers=8.15%, pwr dens=92.2 nW/um2, final WL=2740 um, Clock Skew=3.10 ps, via count=678, Post-DRT Antenna Nets=0, most frequent logic cell in the layout=clkdlybuf4s50_1, Worst VDD drop=0.0492 mV, Crit path largest cell delay=520 ps
==> power groups by stage <==
stage	clock network, mW	registers, mW	logic [mW]
after CTS	0.0402	0.0184	0.0594
after global routing	0.0425	0.0184	0.0629
final	0.0384	0.0184	0.0582
==> area by class of cell <==
type | instances | area, um2
Sequential cell | 2 | 50.0
Tap cell | 46 | 57.6
Clock buffer | 3 | 22.5
Inverter | 1 | 3.75
Multi-Input combinational cell | 39 | 308
Fill cell | 352 | 2170
Timing Repair Buffer | 81 | 806
==> cells by family after synthesis <==
group	synth area share (%)
AND/OR/NAND/NOR	76.1
AND-OR/OR-AND	3.23
flip-flops	12.9
buffers and inverters	7.74
==> worst max path at each step <==
stage         start         end  slack [ps]  cells past startpoint
CTS            psel  prdata[15]         900                      5
global route   pena  prdata[13]         770                      5
finish         psel  prdata[18]         950                      5
==> through the flow <==
stage / setup slack [ps] / instance area [um2]
final: 950 / 1250
after global routing: 769 / 1250
after CTS: 898 / 1250
after detailed placement: 920 / 1220
after global placement: 955 / 1220
after floorplan: 2170 / 388
==> Yosys cell counts <==
cell      instances
buf_2             3
clkbuf_1          3
dfrtp_1           2
inv_1             1
nor2b_1           1
nor3_2            2
nor3b_1          32
o211ai_2          1
or4_1             1
or4_4             1
or4b_1            1
==> routing by layer <==
metal,routed length (um),vias to the layer above,global-route usage (%)
met5,0,-,0
met4,0,0,0.880
met3,211,0,2.39
met2,1430,27,14.3
met1,1090,315,9.83
li1,-,336,-
Power is estimated from default activity; no workload was simulated.
