<file path="/design/flow/design.v">
module WDT_logic(pclk,sclk,cr1in,cr2,icr,cr1out,sreset,isr,clk);
input	[31:0]	cr1in,cr2,icr;
input		pclk,sclk;
output		cr1out;
output		sreset,isr,clk;
assign clk = (~cr1in[2])&pclk | cr1in[2]&sclk;
assign cr1out = (cr2==icr);
assign ena = cr1in[3] & cr1in[0];
assign sreset 	 = ena & ~(cr1in[1]);
assign isr	 = ena & cr1in[1];
endmodule
</file>
<file path="/design/flow/constraint.sdc">
current_design WDT_logic

set clk_period 1.5
set clk_io_pct 0.2

create_clock -name clk0 -period $clk_period

set non_clock_inputs [all_inputs -no_clocks]
set_input_delay [expr $clk_period * $clk_io_pct] -clock clk0 $non_clock_inputs
set_output_delay [expr $clk_period * $clk_io_pct] -clock clk0 [all_outputs]
</file>
<file path="/design/flow/run.sh">
#!/bin/bash
# OpenROAD 26Q1-2900-gdf79404cd8, Yosys 0.63+post, stock flow scripts
make -C /OpenROAD-flow-scripts/flow DESIGN_CONFIG=/design/flow/config.mk WORK_HOME=/design/flow/orfs finish
</file>
<file path="/design/flow/config.mk">
export PLATFORM = sky130hd
export DESIGN_NAME = WDT_logic
export DESIGN_NICKNAME = WDT_logic
export VERILOG_FILES = /design/flow/design.v
export SDC_FILE = /design/flow/constraint.sdc
export NUM_CORES = 4
export LEC_CHECK = 1
export CORE_AREA = 10 10 70 70
export DIE_AREA = 0 0 80 80
</file>
==> results.yml <==
# synthesis and place-and-route metrics
setup_path:
  worstSetupPathType: "input pin to output pin"
  cp_top_family: "simple AND/OR/NAND/NOR gates"
  cp_data_required_time_ps: 1200
  critical_path.endpoint_type: "output pin"
  cp_cell_sequence: "dlygate4sd2_1 > xor2_1 > nor4_1 > nand4_1 > nor2_1 > buf_2"
  data_arrival_time_of_the_critical_path_ps: 1280
  largest_driver_fanout_on_the_critical_path: 1
  critical-path-max-stage-delay_ps: 270
  critical_path_depth: 6
  timing.critical_path.slowest_stage_cell: "sky130_fd_sc_hd__nor4_1"
  worstSetupEndpoint: "cr1out"
  cp.buffers_inverters: 2
  crit_path_start_kind: "input pin"
  timing.critical_path.from: "cr2[3]"
drt:
  diodes: 0
  route.vias.total: 603
  drt_wl_total_um: 2070
  drt_pre_antenna_iters: 2
  detail_route.iter0.violations: 2
  routed_wire_length_per_instance_um: 12.4
  remaining_drcs: 0
  route.antenna.remaining_nets: 0
  route.detailed.vias_per_inst: 3.61
status:
  outcome: "complete, but fails checks"
  failed_checks: "setup timing"
yosys:
  ys_sh_simple_pct: 21.5
  netlist_area_um2: 372
  synth_seq_share_pct: 0
  ys_top_logic_family: "XOR/XNOR gates"
  synth.cellmix.adderShare_pct: 0
  post-synth-top-area-cell: "sky130_fd_sc_hd__xor2_1"
  ys_types: 7
  mux_share_pct: 3.03
  synth_warnings: 1
  synthesized_instance_count: 47
  synthesis.area_per_instance_um2: 7.91
  synth.yosys.num_cells: 47
  yosys.area_share.xor_xnor_pct: 75.4
  synth.cellmix.compoundShare_pct: 0
  ys_chip_area_um2: 372
  post_synth_main_area_contributors: "sky130_fd_sc_hd__xor2_1, sky130_fd_sc_hd__nor4_1, sky130_fd_sc_hd__nand4_1"
  synth.top_cell.area_share_pct: 75.4
grt:
  first_global_vias: 700
  grt_remaining_overflow: 0
  grt_max_degree: 3
  gr-usage-all-layers_pct: 6.26
  global_route_wire_length_before_repair_um: 3360
  antenna_found_initial: 0
power_and_ir_drop:
  power_switching_mw: 0.0812
  power.combinational.fraction_pct: 100.0
  static-leakage-power_nw: 0.506
  power.share.sequential_pct: 0
  vdd.ir_drop.worst_mv: 0.0685
  power_density_nw_per_um2: 213
  clkPwrFrac_pct: 0
  internal-power_mw: 0.145
  switching_share_pct: 35.9
placement:
  gp_congestion: 0.843
  hpwl_after_detailed_placement_um: 1950
  place_area_um2: 1170
  number_of_buffers_added_on_ports: 74
die:
  core.rowCount: 21
  core_area_um2: 3420
  chip_area_um2: 6400
  initial_core_util_pct: 10.9
  die-width_um: 80
  ios: 102
  chipHeight_um: 80
layout:
  layout.area.seq_um2: 0
  filler_cell_count: 387
  relative_area_change_from_synthesis_to_final_layout_pct: 187
  finish.instance_area_um2: 1060
  clkbuf_count: 0
  design.seq.count: 0
  post_route_cells_drive_above_1_share_pct: 31.4
worst_hold_path:
  whs_path_depth: 3
  hold_path.class: "input pin to output pin"
sta:
  setup-tns-final_ps: -75.2
  fin_crit_ps: 1580
  slew_headroom_pct: 83.3
  layout_worst_path_cycle_share_pct: 105
  worst_pin_slew_ps: 248
  maxClockFrequency_mhz: 635
  final-max-slew-violation-count: 0
  grt_setup_unrepaired: "yes"
  timing.final.hold_violations: 0
  final-setup-viol-count: 1
  worst_slack_ps: -75.2
run:
  number_of_logged_tool_warnings: 62
  drv_cap: 0
-- cells by family (layout without fill, tap and decap cells) --
logic type,after synthesis,in the layout
xor gates and xnor gates,32,32
and+or+nand+nor,14,14
muxes,1,1
buffers and inverters,0,74
-- Yosys cell counts --
cell and n:
sky130_fd_sc_hd__mux2_2 1, sky130_fd_sc_hd__nor2_1 2, sky130_fd_sc_hd__nor4_1 8, sky130_fd_sc_hd__and3_1 1
sky130_fd_sc_hd__xor2_1 32, sky130_fd_sc_hd__nand4_1 2, sky130_fd_sc_hd__nand2_1 1
-- power by group through the flow --
stage     combinational, mW  sequential [mW]  clock, mW
4_1_cts               0.225                0          0
5_1_grt               0.251                0          0
6_report              0.226                0          0
-- layout make-up --
| type | count | area, µm² | share of cell area (%) |
|---|---|---|---|
| multi-input cells | 47 | 428 | 40.2 |
| well taps | 46 | 57.6 | 5.41 |
| repair buffers | 74 | 579 | 54.4 |
-- routing by layer --
layer,global-route usage (%),part of all wire (%)
met1,8.17,46
met2,8.43,31
met3,4.77,23
met4,0,0
met5,0,0
-- through the flow --
step / hold WS, ps / cells / setup slack (ps) / utilization [%] / total power [mW]
2_1_floorplan: 613 / 47 / 331 / - / 0.0636
3_3_place_gp: 1510 / 167 / -863 / 34.2 / 0.275
3_5_place_dp: 1520 / 167 / -854 / 34.2 / 0.277
4_1_cts: 1090 / 167 / -171 / 32.7 / 0.225
5_1_grt: 1140 / 167 / -153 / 31.2 / 0.251
6_report: 1090 / 167 / -75.2 / 31.2 / 0.226
-- how the worst min path moves through the flow --
stage / from / to / slack, ps
after global routing: cr1in[1] / sreset / 1140
final: cr1in[1] / sreset / 1090
after CTS: cr1in[1] / sreset / 1090
-- cells in the final DEF (no fill, tap or decap) --
cell                              synthesis  routed
sky130_fd_sc_hd__xor2_1                  32      30
sky130_fd_sc_hd__clkbuf_2                 0      27
sky130_fd_sc_hd__clkdlybuf4s15_1          0      24
sky130_fd_sc_hd__dlygate4sd2_1            0      18
sky130_fd_sc_hd__nor4_2                   0       6
sky130_fd_sc_hd__clkdlybuf4s50_1          0       3
sky130_fd_sc_hd__xor2_2                   0       2
sky130_fd_sc_hd__nor4_1                   8       2
sky130_fd_sc_hd__nand4_1                  2       2
sky130_fd_sc_hd__nor2_1                   2       2
sky130_fd_sc_hd__and3_1                   1       1
sky130_fd_sc_hd__mux2_4                   0       1
sky130_fd_sc_hd__nand2_1                  1       1
sky130_fd_sc_hd__buf_6                    0       1
sky130_fd_sc_hd__buf_2                    0       1
-- timing repair --
action	CTS	global route
pin swaps	30	33
hold buffers	0	0
setup endpoints to repair	4	1
buffers inserted	0	0
resized	97	67
No activity file was given, so power comes from the tool's default toggle rates.
